--- design.v ---
module multUnit (
    input wire        clk,
    input wire        reset,
    input wire        multOP,
    input wire [31:0] A,  
    input wire [31:0] B,  
    output reg [31:0] resultHigh,
    output reg [31:0] resultLow
);
    reg working;
    integer counter;
    reg [63:0] aux_A;
    reg [31:0] aux_B;
    reg [63:0] product;
    reg signal_A;
    reg signal_B;
    always @(posedge clk) begin
        if (reset) begin
            resultHigh = 0;
            resultLow = 0;
            working = 0;
            counter = 0;
            aux_A = 0;
            aux_B = 0;
            product = 0;
        end
        if (multOP) begin
            working <= 1;
            counter <= 0;
            product <= 0;
            if (B[31] == 1) begin
                aux_B <= (~B + 1'b1);
            end
            else begin 
                aux_B <= B;
            end
            if (A[31] == 1) begin
                aux_A <= {32'b0, (~A + 1'b1)};
            end
            else begin 
                aux_A <= {32'b0, A};
            end
            signal_A <= A[31];
            signal_B <= B[31];
        end
        else if (working) begin
            if (counter == 34) begin
                if (signal_A != signal_B) begin
                    product = (~product + 1'b1);
                end
                resultLow <= product[31:0];
                resultHigh <= product[63:32];
                working <= 0;
            end
            else begin
                if (aux_B[0] == 1) begin
                    product <= product + aux_A;
                end
                aux_A <= aux_A << 1;
                aux_B <= aux_B >>> 1;
                counter <= counter + 1;
            end
        end
    end
endmodule
--- run.sh ---
#!/bin/bash
# OpenROAD 26Q1-2900-gdf79404cd8, Yosys 0.63+post, stock flow scripts
make -C /OpenROAD-flow-scripts/flow DESIGN_CONFIG=/design/flow/config.mk WORK_HOME=/design/flow/orfs finish
--- config.mk ---
export PLATFORM = sky130hd
export DESIGN_NAME = multUnit
export DESIGN_NICKNAME = multUnit
export VERILOG_FILES = /design/flow/design.v
export SDC_FILE = /design/flow/constraint.sdc
export NUM_CORES = 4
export LEC_CHECK = 1
export CORE_UTILIZATION = 40
--- constraint.sdc ---
current_design multUnit

set clk_period 22.8
set clk_io_pct 0.2

create_clock -name clk0 -period $clk_period [get_ports {clk}]

set non_clock_inputs [all_inputs -no_clocks]
set_input_delay [expr $clk_period * $clk_io_pct] -clock clk0 $non_clock_inputs
set_output_delay [expr $clk_period * $clk_io_pct] -clock clk0 [all_outputs]
==> results.sh <==
# physical design summary
export IMPL_status="finished, final reports clean"
export IMPL_fillers=4329
export IMPL_via_per_inst=5.86
export IMPL_power_share_clock=0.461
export IMPL_dpl_hpwl_mm=44.7
export IMPL_setup_viol=0
export IMPL_cts_sinks=259
export IMPL_wl_per_cell_um=20.6
export IMPL_switchingPower_mw=0.368
export IMPL_hold_path_class="reg -> reg"
export IMPL_timing_hold_ws_ns=0.450
export IMPL_cts_tree="yes"
export IMPL_ir_worst_vdd_uv=37.3
export IMPL_cp_start_kind="input port"
export IMPL_ant_nets=0
export IMPL_grt_max_degree=103
export IMPL_postSynthCellCount=2425
export IMPL_drv_cap=0
export IMPL_yosys_stat_area_um2=18200
export IMPL_cts_setup_buffers=0
export IMPL_netlist_area_leader_share=0.283
export IMPL_num_vias=17900
export IMPL_track_usage=0.275
export IMPL_stdcell_area_um2=21100
export IMPL_numSynthFlops=259
export IMPL_edf_count=2
export IMPL_die_area_um2=46400
export IMPL_cp_arrival_ns=9.76
export IMPL_cts_path_max_buffers=3
export IMPL_syn2layout_area_growth_pct=16.0
export IMPL_rsz0062_at_grt="false"
export IMPL_use_met1=0.414
export IMPL_fp_row_count=77
export IMPL_switching_share=0.283
export IMPL_busiest_layer="met1"
export IMPL_hold_viol_final=0
export IMPL_critPathCaptureType="flop"
export IMPL_die_w_um=215
export IMPL_place_area_um2=19900
export IMPL_fin_crit_sh=0.407
export IMPL_worstPathRequired_ns=23.27
export IMPL_gp_congestion=0.999
export IMPL_dieHeight_um=215
export IMPL_pwr_share_seq=0.375
export IMPL_diodes=0
export IMPL_fp_util=0.409
export IMPL_numCtsBuffers=34
export IMPL_insertion_delay_ns=0.55
export IMPL_p_comb_frac=0.164
export IMPL_first_iter_violations=1414
export IMPL_p_leak_nw=8.15
export IMPL_globalRouteMet2Util=0.410
export IMPL_io_buffers=130
export IMPL_power_density_nw_per_um2=61.6
export IMPL_ys_cells=2425
export IMPL_drv_slew=0
export IMPL_worst_pin_slew_ns=0.961
export IMPL_skew_ns=0.0217
export IMPL_hold_buffers=0
export IMPL_cp_max_fo=62
export IMPL_yosys_cell_types_count=82
export IMPL_lay_top_count="dfxtp_1"
export IMPL_cts_root_buf="clkbuf_16"
export IMPL_yosysWarnings=1
export IMPL_wl_mm=63.0
export IMPL_ys_async_sr_fraction=0
export IMPL_cts_resized=0
export IMPL_fmax_mhz=108
export IMPL_cts_max_level=2
export IMPL_grt_pass1_vias=16500
export IMPL_pin_count=131
export IMPL_criticalPathCategory="in -> reg"
export IMPL_synth_area_um2=18200
export IMPL_ff_type="dfxtp_1"
export IMPL_grt_util_met3=0.0563
export IMPL_p_total_mw=1.30
export IMPL_overflow=0
export IMPL_area_leaders="dfxtp_1, a21oi_1, nand2_1, xnor2_1, nor2_1"
export IMPL_firstDrtPassIters=6
export IMPL_drc=0
export IMPL_lay_top_cells="dfxtp_1, nand2_1, nor2_1, a21oi_1, o21ai_0"
export IMPL_yosysTopAreaCell="dfxtp_1"
export IMPL_maxSlewHeadroom=0.356
export IMPL_fin_crit_ns=9.29
export IMPL_syn_area_per_cell_um2=7.51
export IMPL_internal_power_mw=0.932
export IMPL_layout_drive_gt1_share=0.0534
export IMPL_synth_seq_share=0.286
export IMPL_grt_pass1_wl_mm=97.4
export IMPL_finalSetupTns_ns=0
export IMPL_grt_antenna_before_repair=1
export IMPL_warning_count=28
export IMPL_core_area_um2=44500
export IMPL_cts_reportedPaths_clkPinSlew_ns=0.05
-- cell usage after synthesis, types with 26 or more instances --
master,instances
nor2_1,225
o21ai_0,150
nand4_1,26
and3_1,80
ha_1,56
inv_1,45
nand3_1,49
o31ai_1,35
xor2_1,96
nand2_1,250
nor3_1,46
dfxtp_1,257
mux2i_1,62
a21o_1,38
a211oi_1,59
clkbuf_1,140
nor2b_1,104
xnor2_1,101
a21oi_1,218
-- worst paths after layout --
| check | slack [ns] | end | depth (start not counted) | startpoint |
|---|---|---|---|---|
| worst max-delay path | 13.51 | product[57] | 16 | reset |
| worst min-delay path | 0.45 | resultHigh[23] | 1 | resultHigh[23] |
| worst max register to register | 18.32 | product[60] | 14 | aux_A[0] |
| worst min register to register | 0.45 | resultHigh[23] | 1 | resultHigh[23] |
-- final cells by class --
| type | instances | area [um2] | area share |
|---|---|---|---|
| clock buffers | 44 | 960 | 0.0455 |
| clock inverters | 16 | 285 | 0.0135 |
| inverters | 46 | 173 | 0.00818 |
| multi-input cells | 1940 | 12200 | 0.576 |
| flip-flops and latches | 259 | 5200 | 0.247 |
| well taps | 592 | 741 | 0.0351 |
| repair buffers | 166 | 1590 | 0.0752 |
-- sequential cells by signal, indices dropped and copies added (netlist names) --
name	count
aux_A	64
product	64
aux_B	32
counter	32
resultHigh	32
resultLow	32
signal_A	1
signal_B	1
working	1
-- power by group through the flow --
stage	sequential, mW	combinational [mW]	clock, mW
4_1_cts	0.488	0.211	0.612
5_1_grt	0.491	0.232	0.630
6_report	0.488	0.213	0.599
-- cells by family (layout without fill, tap and decap cells) --
group,Yosys count,count (layout),share of synthesized area
DFF,259,259,0.286
muxes,62,62,0.0341
AOI/OAI and AO/OA,713,713,0.248
and+or+nand+nor,909,909,0.248
xor gates and xnor gates,197,197,0.0948
adders and majority gates,59,59,0.0401
buffers and inverters,226,272,0.0485
-- metrics by stage --
stage                util  setup WS (ns)  instances
floorplan               -          13.61       2425
global placement    0.446          13.08       3003
detailed placement  0.446          13.00       3003
CTS                 0.474          13.60       3063
global route        0.474          13.22       3063
finish              0.474          13.51       3063
-- metal layers --
| metal | part of all wire | up-vias |
|---|---|---|
| met3 | 0.077 | 112 |
| li1 | - | 8807 |
| met5 | 0 | - |
| met2 | 0.43 | 682 |
| met4 | 0.029 | 0 |
| met1 | 0.47 | 8340 |
-- critical path: stages --
cell      delay, ns
buf_6          0.31
buf_4          0.60
buf_4          0.66
nor2b_1        0.28
ha_1           0.48
nand2_1        0.11
nor3b_1        0.38
nand4_1        0.31
nor4_1         0.35
a32oi_1        0.21
nand2_1        0.19
a31oi_1        0.18
o41ai_1        0.61
xor2_1         0.20
o211ai_1       0.10
a21oi_1        0.14
Power figures rest on the tool's default switching activity, not on a simulated workload.
