[flow/design.v]
module divUnit (
    input wire        clk,
    input wire        reset,
    input wire        divOP,
    input wire [31:0] A,
    input wire [31:0] B,
    output reg        divByZero,
    output reg [31:0] quotient,
    output reg [31:0] remainder
);
    reg working;
    integer counter;
    reg signal_quotient; 
    reg signal_A; 
    reg [31:0] aux_quotient;
    reg [63:0] aux_remainder;
    reg [63:0] aux_divisor;
    reg [63:0] diff;
    always @(posedge clk) begin
        if (reset) begin
            working = 0;
            counter = 0;
            signal_quotient = 0;
            signal_A = 0;
            aux_quotient = 0;
            aux_remainder = 0;
            aux_divisor = 0;
            diff = 0;
            divByZero = 0;
            quotient = 0;
            remainder = 0;
        end
        else if (divOP) begin
            if (B == 0) begin
                divByZero <= 1;
            end
            else begin
                divByZero <= 0;
                working <= 1;
                counter <= 0;
                signal_A <= A[31];
                aux_quotient <= 0;
                if (A[31] == 1) begin
                    aux_remainder <= {32'b0, (~A + 1'b1)};
                end
                else begin
                    aux_remainder <= {32'b0, A};
                end
                if (B[31] == 1) begin
                    aux_divisor <= {(~B + 1'b1), {32{1'b0}}};
                end
                else begin
                    aux_divisor <= {B, {32{1'b0}}};
                end
                if (A[31] == B[31]) begin
                    signal_quotient <= 0;
                end
                else begin
                    signal_quotient <= 1;
                end
            end
        end
        else if (working) begin
            if (counter == 33) begin
                if (signal_quotient == 0) begin
                    quotient <= aux_quotient;
                end
                else begin
                    quotient <= (~aux_quotient + 1'b1);
                end
                if (signal_A == 0) begin
                    remainder <= aux_remainder[31:0];
                end
                else begin
                    remainder <= (~(aux_remainder[31:0]) + 1'b1);
                end
                working <= 0;
            end
            else begin
                diff = aux_remainder - aux_divisor;
                if ((diff[63]) == 0) begin
                    aux_remainder <= diff;
                    aux_quotient <= {aux_quotient[30:0], 1'b1};
                end
                else begin
                    aux_quotient <= aux_quotient << 1;
                end
                aux_divisor <= aux_divisor >>> 1;
                counter <= counter + 1;
            end
        end
    end
endmodule
[flow/config.mk]
export PLATFORM = sky130hd
export DESIGN_NAME = divUnit
export DESIGN_NICKNAME = divUnit
export VERILOG_FILES = /design/flow/design.v
export SDC_FILE = /design/flow/constraint.sdc
export NUM_CORES = 4
export LEC_CHECK = 1
export CORE_UTILIZATION = 30
[flow/run.sh]
#!/bin/bash
# OpenROAD 26Q1-2900-gdf79404cd8, Yosys 0.63+post, stock flow scripts
make -C /OpenROAD-flow-scripts/flow DESIGN_CONFIG=/design/flow/config.mk WORK_HOME=/design/flow/orfs finish
[flow/constraint.sdc]
current_design divUnit

set clk_period 24.3
set clk_io_pct 0.2

create_clock -name clk0 -period $clk_period [get_ports {clk}]

set non_clock_inputs [all_inputs -no_clocks]
set_input_delay [expr $clk_period * $clk_io_pct] -clock clk0 $non_clock_inputs
set_output_delay [expr $clk_period * $clk_io_pct] -clock clk0 [all_outputs]
==> flow_summary.yaml <==
# yosys + openroad results
routing:
  drc_errors: 0
  avgRoutedWirePerCell_um: 16.1
  route.vias.total: 15600
  drt_iter0_drc: 994
  via_per_inst: 5.29
  drt.antenna.violating_nets: 0
  drtPass1Iterations: 5
  num_antenna_cells: 0
  drt_wl_total_um: 47600
grt:
  grt_overflow: 0
  grt_max_degree: 89
  grt_pass1_vias: 14000
  grt.total_usage_pct: 16.9
  grt_pass1_wl_um: 76300
  grt_antenna_before_repair: 2
synth:
  top_cells_by_area: "dfxtp_1, xor2_1, a21oi_1"
  syn-instance-count: 2203
  yosys_area_um2: 16600
  synth.largest_area_cell: "dfxtp_1"
  synth_seq_share_pct: 31.2
  synthArstFlopShare_pct: 0
  yosys_cells: 2203
  most_common_cell: "dfxtp_1"
  netlist_area_um2: 16600
  ys_ff: 259
  synth_cell_types: 70
  yosys_most_used_dff: "dfxtp_1"
  top_area_share_pct: 31.2
  edf_count: 0
  postSynthAreaPerCell_um2: 7.53
  common_cells: "dfxtp_1, nand2_1, a21oi_1"
  ys_warn_count: 1
sta:
  rsz0062_at_grt: "no"
  tightest_slew_ns: 1.06
  timing.final.ws_setup_ns: 15.69
  hold_violations: 0
  slew_viol_final: 0
  finalSetupViolations: 0
  timing.hold.ws_ns: 0.450
  skew_ns: 0.0395
  max_freq_ghz: 0.116
  fin_tns_setup_ns: 0
  post-route-min-period_ns: 8.61
  slew_headroom_pct: 29.1
  finalClockPeriodUsage_pct: 35.4
layout:
  area.combinational_um2: 10500
  fillers: 5501
  area_delta_synth_final_pct: 17.1
  drive_above_1_share_pct: 4.83
  regArea_um2: 5180
floorplan:
  die_w_um: 237
  fp.dieH_um: 237
  num_io_pins: 132
  core_um2: 54200
  chip_area_um2: 56300
  initCoreUtil_pct: 30.6
  core.rowCount: 85
clocking:
  cts_made_buffers: 30
  clkTransAtPathRegs_ns: 0.06
  ctsResizeCount: 0
  cts_tree: "done"
  clk_latency_ns: 0.60
  clock_path_buffers: 3
  holdBufCountCts: 0
  cts-root-buf: "clkbuf_16"
  cts-htree-levels: 1
  cts_setup_buffers: 0
  clkSinkCount: 259
setup_path:
  slowest_delay_ns: 0.83
  cp.arrival_ns: 9.13
  cp_num_buf_inv: 2
  critPathTopFamily: "simple AND/OR/NAND/NOR gates"
  crit-reg2reg-launch: "aux_divisor[21]"
  cp.required_ns: 24.82
  endpoint_kind: "flip-flop"
  start_kind: "input port"
  slowest_stage: "nor2_1"
  critPathMaxFanout: 73
  path_cells: "clkdlybuf4s50_1, or4_1, or4b_2, o41ai_2, buf_4, o31ai_4, nor2_1, a22o_1"
  criticalPathCategory: "input port to flip-flop"
  critPathLaunch: "B[18]"
hold_path:
  hold_path_class: "flip-flop to flip-flop"
  worstHoldStart: "aux_divisor[28]"
status:
  status: "finished, final reports clean"
power_and_ir_drop:
  p_leak_nw: 7.02
  powerDensity_nw_per_um2: 84.5
  power.total_mw: 1.64
  ir_drop_uv: 69.6
placement:
  place.gp.congestion: 0.929
  port_buffers: 131
  dp_hpwl_um: 34700
  place_ws_ns: 15.09
run:
  maxCapViolCount: 0
  tool_warnings: 26
worst min-delay path: cells and delay by family (launching register included):
family           cells  cell delay, ns
AND-OR/OR-AND        1            0.05
AND/OR/NAND/NOR      1            0.06
flip-flops           1            0.33
cells in the final DEF, fill, tap and decap left out, types with 8 or more instances in the layout:
master / instances
nor3b_1: 11
clkbuf_16: 30
or3_1: 28
nand3_1: 106
xnor2_1: 49
nand2_1: 252
nor2_1: 211
a211oi_1: 101
clkdlybuf4s50_1: 129
inv_1: 98
o21bai_1: 13
nor3_1: 32
buf_4: 19
a31o_2: 10
o41ai_1: 19
a21oi_1: 236
nand4_1: 34
a31oi_1: 12
a21o_1: 28
or4_1: 13
o21a_1: 10
nor2b_1: 8
dfxtp_1: 259
nand2b_1: 9
and3_1: 20
and4_1: 8
ha_1: 69
nor4_1: 16
o21ai_0: 87
a22o_1: 12
or2_2: 13
xor2_1: 137
o211ai_1: 35
o31ai_1: 42
registers in the layout (all words and copies together), names as in the netlist:
register         cells
aux_quotient        32
working              1
aux_divisor         64
signal_quotient      1
counter             32
remainder           32
divByZero            1
signal_A             1
quotient            32
aux_remainder       63
routing by layer:
metal,part of all wire (%),track usage [%],vias up
met2,41,24.3,436
li1,-,-,7956
met3,7.6,3.62,50
met4,1.6,2.56,2
met1,50,26.7,7192
met5,0.021,0,-
where the power goes:
group          switching, mW  total, mW  internal (mW)
registers             0.0314      0.484          0.452
clock network          0.193      0.491          0.298
logic                  0.403      0.666          0.264
total                  0.627       1.64           1.01
cells by family after synthesis:
group | count (synthesis) | synth area share, %
and+or+nand+nor | 787 | 22.3
adders and majority gates | 70 | 5.32
AOI/OAI and AO/OA | 648 | 25.1
muxes | 7 | 0.422
xor gates and xnor gates | 186 | 9.82
DFF | 259 | 31.2
buffers and inverters | 246 | 5.85
path summary, 6_finish.rpt:
kind                       endpoint  slack [ns]  depth (start not counted)
setup / recovery  aux_remainder[39]       15.69                          8
hold / removal      aux_divisor[27]        0.45                          2
setup reg to reg  aux_remainder[40]       20.06                         12
hold reg to reg     aux_divisor[27]        0.45                          2
metrics by stage:
step	utilization (%)	cell area, um^2	cells
CTS	35.8	19400	2953
finish	35.8	19400	2953
global route	35.8	19400	2953
floorplan	-	16600	2203
global placement	33.8	18400	2900
detailed placement	33.8	18400	2900
area by class of cell:
type	instances	share of cell area, %
clock inverter	13	1.18
sequential	259	26.7
clock buffer	40	4.37
timing repair buffer	149	7.44
tap	696	4.48
multi-input combinational	1698	54.0
inverter	98	1.89
Power is estimated from default activity; no workload was simulated.
